File: ./config.mk
export PLATFORM = sky130hd
export DESIGN_NAME = forward
export DESIGN_NICKNAME = forward
export VERILOG_FILES = /design/flow/design.v
export SDC_FILE = /design/flow/constraint.sdc
export NUM_CORES = 4
export LEC_CHECK = 1
export CORE_AREA = 10 10 93 93
export DIE_AREA = 0 0 103 103
File: ./constraint.sdc
current_design forward

set clk_period 2.4
set clk_io_pct 0.2

create_clock -name clk0 -period $clk_period

set non_clock_inputs [all_inputs -no_clocks]
set_input_delay [expr $clk_period * $clk_io_pct] -clock clk0 $non_clock_inputs
set_output_delay [expr $clk_period * $clk_io_pct] -clock clk0 [all_outputs]
File: ./run.sh
#!/bin/bash
# OpenROAD 26Q1-2900-gdf79404cd8, Yosys 0.63+post, stock flow scripts
make -C /OpenROAD-flow-scripts/flow DESIGN_CONFIG=/design/flow/config.mk WORK_HOME=/design/flow/orfs finish
File: ./design.v
`timescale 1ns / 1ps
module forward(
    input clk,
    input reset,
    input EX_MEM_regWrite,
	 input MEM_WB_regWrite,
	 input [4:0] ID_EX_rs,
	 input [4:0] ID_EX_rt,
    input [4:0] EX_MEM_rd,
	 input [4:0] MEM_WB_rd,
    input [31:0] EX_MEM_regData,
	 input [31:0] MEM_WB_regData,
	 output reg [31:0] forward,
	 output reg fwdRs,
	 output reg fwdRt
    );
	 reg E_M_regWrite;
	 reg M_W_regWrite;
	 reg [31:0] E_M_regData;
	 reg [31:0] M_W_regData;
	 always@(*)
	 begin
		if(reset == 1)
		begin
			E_M_regWrite = 0;
			M_W_regWrite = 0;
			E_M_regData = 0;
			M_W_regData = 0;
			fwdRs = 0;
			fwdRt = 0;
		end
		E_M_regWrite = EX_MEM_regWrite;
		M_W_regWrite = MEM_WB_regWrite;
		E_M_regData = EX_MEM_regData;
		M_W_regData = MEM_WB_regData;
		fwdRs = 0;
		fwdRt = 0;
		if((E_M_regWrite == 1)&&(EX_MEM_rd == ID_EX_rs))
		begin
			forward = E_M_regData;
			fwdRs = 1;
			fwdRt = 0;
		end
		else if((E_M_regWrite == 1)&&(EX_MEM_rd == ID_EX_rt))
		begin
			forward = E_M_regData;
			fwdRt = 1;
			fwdRs = 0;
		end
		else if((M_W_regWrite == 1)&&(MEM_WB_rd == ID_EX_rs))
		begin
			forward = M_W_regData;
			fwdRs = 1;
			fwdRt = 0;
		end
		else if((M_W_regWrite == 1)&&(MEM_WB_rd == ID_EX_rt))
		begin
			forward = M_W_regData;
			fwdRt = 1;
			fwdRs = 0;
		end
	end
endmodule
==> Changelog: implementation <==
## Implementation

- YS chip area: 1260 µm²
- Lkg Pwr: 0.00128 µW
- Peak VDD IR: 0.0516 mV
- Final setup vio count: 0
- ANT nets after route: 0
- P&R area growth vs syn: 110%
- Rows: 30
- Antenna Cells: 0
- Ys cells: 100
- Syn Std Cell Area: ~1300 µm²
- CP Capture Type: output pin
- Max-Cap Viols: 0
- Core Footprint: just under 7000 µm²
- Initial DRC count: 20
- Detailed Place HPWL: 4000 µm
- RSZ-0062 raised after global routing: no
- Critical path launch point type: input pin
- CP bufs+invs: 3
- Worst Hold Depth: 7
- Fraction of layout cells with a size suffix above 1: 24.3%
- # IOs: 122
- Vias per cell: 3.84
- Distinct cells, synth: 15
- Initial DRT Pass Iterations: 2
- Critical path's slowest cell: clkdlybuf4s50_1
- Die height: 103 µm
- RD Place Congestion: 0.767
- Wirelength per Cell: 14.4 µm
- Avg Cell Area, Syn: between 10 and 15 µm²
- Outcome: finished clean
- Floorplan core density: 18.7%
- Number of global-route vias before repair: 1,287
- Initial antenna violation count: 0
- OpenROAD warnings: 34
- Worst-path maximum fanout: 2
- Flops after synth: 32
- Pwr dens: 154 nW/µm²
- Register pins left without a clock: 32
- Top area cell types: dlxtn_1, mux2_4, xor2_1
- Mapped Cells: 100
- Worst hold path type: input pin to output pin
- First-pass GRT wire length: 6610 µm
- Final Max Slew Viols: 0
- Endpoints left unconstrained: 64
- IO buf count: 120
- CP cell instances: clkdlybuf4s50_1 > xor2_1 > nor4_1 > and3_2 > buf_4 > o21bai_1 > buf_2
- Tcrit/Tclk final: 93.7%
- Fin util: 39.1%
- Total GRT Usage: 7.78%
- CP peak stage delay: 430 ps
- Max FFs per register: 32
- Worst endpoint required time: around 1900 ps
- Vias: 1,209
- Chip area: 10,600 µm²
- Pin count of the biggest net entering global routing: 30
- Critical path class: input pin to output pin
- Worst Tran Pin Value: 543 ps
- Synth warn: 1
- Die Wd: 103 µm
- Endpoints failing hold: 0
- Largest area contributor in the netlist: dlxtn_1
- Fin crit period: about 2200 ps
- Crit path DAT: 1770 ps
- Max Clk Rate: 445 MHz
- Max-area cell share: between 30% and 40%
- Top delay family on crit path: buffers and inverters
- Relative slew slack: 63.8%
- Hold EP: fwdRt
- Grt total ovfl: 0
- DRT Wirelength: 4530 µm
- Worst Hold Launch: ID_EX_rs[0]
- Total negative slack: 0 ps
- DRC viols: 0
-- power by group --
part | total, µW | internal, µW | switching [µW] | leakage [µW]
clock | 0 | 0 | 0 | 0
combinational | 332 | 252 | 80.0 | 0.00102
sequential | 74.3 | 65.8 | 8.46 | 0.000261
total | 406 | 318 | 88.4 | 0.00128
-- routing by layer --
metal	track usage (%)	vias up	share of wire [%]
met1	9.95	513	42
met2	12.7	80	44
li1	-	616	-
met3	3.32	0	14
met5	0	-	0
met4	0	0	0
-- metrics by stage --
step,power (µW),hold slack (ps),instances,setup WS [ps],cell area (µm²)
after floorplan,171,1070,100,732,1260
after global placement,420,1990,312,-352,2640
after detailed placement,422,1990,312,-345,2640
after CTS,415,1730,315,14.6,2640
after global routing,437,1710,315,8.18,2650
final,406,1630,315,152,2650
-- synthesized netlist by cell type --
cell and n:
a21oi_1 1, and3_1 1, and3_2 2, buf_8 3, dlxtn_1 32, mux2_2 2
mux2_4 30, nand3_1 1, nor2_1 1, nor2_4 1, nor4_1 4, nor4b_1 1
o21bai_1 1, xnor2_1 4, xor2_1 16
-- how the worst max path moves through the flow --
| stage | from | end | cells after the start |
|---|---|---|---|
| final | EX_MEM_rd[1] | fwdRs | 7 |
| after global routing | EX_MEM_rd[1] | fwdRs | 7 |
| after CTS | EX_MEM_rd[0] | fwdRt | 7 |
-- area by class of cell --
type / count / area [µm²]
Multi-Input combinational cell: 65 / 746
Timing Repair Buffer: 138 / 1320
Tap cell: 80 / 100
Fill cell: 654 / 4110
Sequential cell: 32 / 480
-- cells in the final DEF (no fill, tap or decap) --
| master | n |
|---|---|
| and3_2 | 2 |
| and3_1 | 1 |
| nor4b_2 | 1 |
| nor4_1 | 4 |
| clkbuf_2 | 1 |
| clkdlybuf4s50_1 | 100 |
| buf_4 | 18 |
| nand3_1 | 1 |
| o21bai_1 | 1 |
| dlxtn_1 | 32 |
| a21oi_2 | 1 |
| dlymetal6s2s_1 | 4 |
| xor2_1 | 16 |
| mux2_2 | 2 |
| xnor2_1 | 4 |
| mux2_4 | 30 |
| dlygate4sd2_1 | 14 |
| buf_2 | 1 |
| nor2_1 | 1 |
| nor2_4 | 1 |
-- cell families after synthesis --
| group | Yosys count | share of synthesized area, % |
|---|---|---|
| compound gates | 2 | 0.992 |
| xor+xnor | 20 | 13.9 |
| buf+inv | 3 | 3.57 |
| latches | 32 | 38.1 |
| mux | 32 | 37.5 |
| simple gates | 11 | 5.95 |
-- what timing repair did --
action / CTS / global route
setup buffers: 3 / 0
pin swaps: 9 / 7
hold buffers: 0 / 0
endpoints found under the setup margin: 2 / 2
gates resized: 18 / 7
endpoints found under the hold margin: 0 / 0
Power figures rest on the tool's default switching activity, not on a simulated workload.
