[config.mk]
export PLATFORM = sky130hd
export DESIGN_NAME = ID_EX
export DESIGN_NICKNAME = ID_EX
export VERILOG_FILES = /design/flow/design.v
export SDC_FILE = /design/flow/constraint.sdc
export NUM_CORES = 4
export LEC_CHECK = 1
export CORE_UTILIZATION = 30
[constraint.sdc]
current_design ID_EX

set clk_period 1.0
set clk_io_pct 0.2

create_clock -name clk0 -period $clk_period [get_ports {clk}]

set non_clock_inputs [all_inputs -no_clocks]
set_input_delay [expr $clk_period * $clk_io_pct] -clock clk0 $non_clock_inputs
set_output_delay [expr $clk_period * $clk_io_pct] -clock clk0 [all_outputs]
[design.v]
`timescale 1ns / 1ps
module ID_EX(
	 input clk,
	 input reset,
    input [31:0] in_PCAdd4,
    input [31:0] in_readData1,
    input [31:0] in_readData2,
    input [31:0] in_signext,
    input [4:0] in_reg1,
    input [4:0] in_reg2,
	 input [4:0] in_rs,
	 input [4:0] in_rt,
    input in_regDst,
    input [1:0] in_aluOp,
    input in_aluSrc,
    input in_branch,
    input in_memRead,
    input in_memWrite,
    input in_regWrite,
    input in_memToReg,
	 output reg out_regDst,
	 output reg [1:0] out_aluOp,
	 output reg out_aluSrc,
	 output reg out_branch,
	 output reg out_memRead,
	 output reg out_memWrite,
	 output reg out_regWrite,
	 output reg out_memToReg,
	 output reg [31:0] out_PCAdd4,
	 output reg [31:0] out_readData1,
	 output reg [31:0] out_readData2,
	 output reg [31:0] out_signext,
	 output reg [4:0] out_reg1,
	 output reg [4:0] out_reg2,
	 output reg [4:0] out_rs,
	 output reg [4:0] out_rt
    );
	reg ID_EX_regDst;
	reg [1:0] ID_EX_aluOp;
	reg ID_EX_aluSrc;
	reg ID_EX_branch;
	reg ID_EX_memRead;
	reg ID_EX_memWrite;
	reg ID_EX_regWrite;
	reg ID_EX_memToReg;
	reg [31:0] ID_EX_PCAdd4;
	reg [31:0] ID_EX_readData1;
	reg [31:0] ID_EX_readData2;
	reg [31:0] ID_EX_signext;
	reg [4:0] ID_EX_reg1;
	reg [4:0] ID_EX_reg2;
	reg [4:0] ID_EX_rs;
	reg [4:0] ID_EX_rt;
	always @(posedge clk)
	begin
		out_regDst = ID_EX_regDst;
		out_aluOp = ID_EX_aluOp;
		out_aluSrc = ID_EX_aluSrc;
		out_branch = ID_EX_branch;
		out_memRead = ID_EX_memRead;
		out_memWrite = ID_EX_memWrite;
		out_regWrite = ID_EX_regWrite;
		out_memToReg = ID_EX_memToReg;
		out_PCAdd4 = ID_EX_PCAdd4;
		out_readData1 = ID_EX_readData1;
		out_readData2 = ID_EX_readData2;
		out_signext = ID_EX_signext;
		out_reg1 = ID_EX_reg1;
		out_reg2 = ID_EX_reg2;
		out_rs = ID_EX_rs;
		out_rt =	ID_EX_rt;
	end
	always @(negedge clk or posedge reset)
	begin
		if(reset == 1)
		begin
			ID_EX_regDst = 0;
			ID_EX_aluOp = 0;
			ID_EX_aluSrc = 0;
			ID_EX_branch = 0;
			ID_EX_memRead = 0;
			ID_EX_memWrite = 0;
			ID_EX_regWrite = 0;
			ID_EX_memToReg = 0;
			ID_EX_PCAdd4 = 0;
			ID_EX_readData1 = 0;
			ID_EX_readData2 = 0;
			ID_EX_signext = 0;
			ID_EX_reg1 = 0;
			ID_EX_reg2 = 0;
			ID_EX_rs = 0;
			ID_EX_rt = 0;
		end
		else
		begin
			ID_EX_regDst = in_regDst;
			ID_EX_aluOp = in_aluOp;
			ID_EX_aluSrc = in_aluSrc;
			ID_EX_branch = in_branch;
			ID_EX_memRead = in_memRead;
			ID_EX_memWrite = in_memWrite;
			ID_EX_regWrite = in_regWrite;
			ID_EX_memToReg = in_memToReg;
			ID_EX_PCAdd4 = in_PCAdd4;
			ID_EX_readData1 = in_readData1;
			ID_EX_readData2 = in_readData2;
			ID_EX_signext = in_signext;
			ID_EX_reg1 = in_reg1;
			ID_EX_reg2 = in_reg2;
			ID_EX_rs = in_rs;
			ID_EX_rt = in_rt;
		end
	end
endmodule
[run.sh]
#!/bin/bash
# OpenROAD 26Q1-2900-gdf79404cd8, Yosys 0.63+post, stock flow scripts
make -C /OpenROAD-flow-scripts/flow DESIGN_CONFIG=/design/flow/config.mk WORK_HOME=/design/flow/orfs finish
==> qor.yml <==
routing:
  routed_wl_um: 14670
  drt_first_pass_iters: 3
  avgRoutedWirePerCell_um: 14.46
  insertedDiodeCount: 0
  via_count: 3710
  viasPerCell: 3.655
  drtAntennaViolNets: 0
  first_iter_violations: 55
  drc: 0
critical_path:
  critPathBufInv: 1
  path_class: "flop to primary output"
  end_kind: "primary output"
  cp.depth: 1
  crit_family: "flip-flops"
  worstPathRequired_ps: 800
  worstPathCellList: "buf_6"
  arrival_ps: 970
  slowest_stage: "dfxtp_2"
  rrSetupSlack_ps: 30
  r2r_end: "out_signext[1]$_DFF_P_"
  path_max_fanout: 1
  endpoint: "out_aluSrc"
  critical_path.startpoint: "out_aluSrc$_DFF_P_"
  r2r_start: "ID_EX_signext[1]$_DFF_NP0_"
  critPathLaunchType: "flop"
  cpPeakStageDelay_ps: 320
  rr_worst_depth: 0
clock_network:
  cts_buffers: 30
  cts_hold_buf: 0
  clock_sinks: 314
  clk_pin_slew_worst_paths_ps: 60
  clockBufferDepth: 3
  cts_setup_buffers: 0
  cts_tree: "yes"
  insertion_delay_ps: 540
  h-tree-depth: 1
  root_buffer: "clkbuf_16"
timing:
  skew_ps: 9.349
  hold_viol_final: 0
  setup_slack_ps: -165.3
  tightest_slew_ps: 182.3
  setup_violations: 157
  rsz0062_at_grt: "yes"
  fin_crit_ps: 1165
  period_used_pct: 116.5
  slew_violations: 0
  relSlewSlack_pct: 87.84
  fmax_mhz: 858.1
  hold_ws_ps: 447.5
  tns_ps: -21660
flow_run:
  warnings: 28
  drv_cap: 0
outcome:
  failed_checks: "negative setup slack"
  status: "complete, but fails checks"
placed_design:
  dp_slack_ps: -363.0
  post-place-cells: 960
  dp_hpwl_um: 10590
  port_buffers: 315
  gp_congestion: 0.7901
synthesis:
  ys_warn_count: 1
  netlist_area_um2: 7076
  ys_seq_share_pct: 99.95
  ys.flops: 314
  avgSynthCellArea_um2: 22.46
  yosys_cells: 315
  yosys_area_um2: 7076
  ys_types: 3
  synth_cells: 315
die:
  rows: 55
  fp_util_pct: 30.88
  core_area_um2: 22920
  die-area_um2: 24200
  die_y_um: 155.6
  die_w_um: 155.6
  ios: 316
pwr:
  powerDensity_nw_per_um2: 2315
  irDropWorstVdd_mv: 1.616
  p_leak_nw: 5.019
layout:
  mostFrequentLayoutCells: "clkdlybuf4s50_1 (158), dfrtn_1 (157), buf_2 (152), dfxtp_1 (101), dfxtp_2 (56)"
  instances_no_fill: 1015
  fill_cells: 1929
  comb_area_um2: 0
  layout-drive-gt1-share_pct: 39.60
  final-seq-area_um2: 7142
  syn_to_final_growth_pct: 58.07
  fin_util_pct: 48.81
  layout_top_cell: "clkdlybuf4s50_1"
  nMultiInputCombCells: 0
global_routing:
  track_usage_pct: 12.58
  antenna_found_initial: 0
  grt-ovfl-total: 0
  grt_start_max_net_pins: 24
  grt_pass1_vias: 4040
  grt_pass1_wl_um: 22050
min_path:
  hold_path.class: "input pin to async pin"
## layer usage
layer | share of wire, % | up-vias | GRT usage, % | wire length (um)
met4 | 2.8 | 0 | 3.875 | 406
met2 | 49 | 208 | 19.94 | 7147
met3 | 11 | 30 | 4.950 | 1638
li1 | - | 1714 | - | -
met5 | 0 | - | 0 | 0
met1 | 37 | 1758 | 16.46 | 5479
## worst min-delay path, stage by stage
cell,delay [ps]
clkdlybuf4s50_1,440
clkinvlp_4,130
buf_12,140
## power breakdown
| part | leakage [nW] | total, mW | switching [mW] | internal [mW] |
|---|---|---|---|---|
| sequential | 3.15 | 13.5 | 0.158 | 13.3 |
| combinational | 1.36 | 1.13 | 0.300 | 0.830 |
| clock | 0.504 | 11.3 | 4.34 | 6.91 |
| total | 5.02 | 25.9 | 4.80 | 21.1 |
## cells in the mapped netlist (all sizes together)
cell type	count	share of area, %
dfrtn	157	56
dfxtp	157	44
inv	1	0.053
## stage by stage
stage | area [um2] | power (mW)
2_1_floorplan | 7079 | 13.69
3_3_place_gp | 10840 | 15.18
3_5_place_dp | 10840 | 15.19
4_1_cts | 11170 | 26.28
5_1_grt | 11180 | 26.98
6_report | 11180 | 25.89
## cell type report
| type | instances | area share, % |
|---|---|---|
| clock inverters | 6 | 0.7719 |
| flip-flops and latches | 314 | 63.85 |
| well taps | 313 | 3.502 |
| inverters | 1 | 0.06712 |
| clock buffers | 49 | 8.435 |
| repair buffers | 332 | 23.37 |
## registers in the layout, summed over array words and instances (netlist names), 5 cells and up
signal,flops
ID_EX_PCAdd4,32
out_reg2,5
ID_EX_readData1,32
ID_EX_readData2,32
ID_EX_rt,5
out_readData2,32
ID_EX_reg2,5
out_signext,32
out_reg1,5
ID_EX_signext,32
ID_EX_reg1,5
ID_EX_rs,5
out_rt,5
out_rs,5
out_readData1,32
out_PCAdd4,32
## worst min path at each step
stage / startpoint / to / cells after the start
CTS: reset / ID_EX_readData2[27]$_DFF_NP0_ / 3
global route: reset / ID_EX_readData2[27]$_DFF_NP0_ / 3
finish: reset / ID_EX_readData2[27]$_DFF_NP0_ / 3
## timing repair
item | in CTS | in global routing
cloned | 0 | 0
endpoints found under the setup margin | 157 | 157
hold endpoints to repair | 0 | 0
gates resized | 557 | 9
## logic make-up after synthesis
family / count (synthesis) / synth area share [%]
DFF: 314 / 99.95
buffers and inverters: 1 / 0.05300
Power is estimated from default activity; no workload was simulated.
