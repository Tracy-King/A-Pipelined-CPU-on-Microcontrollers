**flow/run.sh**
```bash
#!/bin/bash
# OpenROAD 26Q1-2900-gdf79404cd8, Yosys 0.63+post, stock flow scripts
make -C /OpenROAD-flow-scripts/flow DESIGN_CONFIG=/design/flow/config.mk WORK_HOME=/design/flow/orfs finish
```
**flow/config.mk**
```make
export PLATFORM = sky130hd
export DESIGN_NAME = EX_MEM
export DESIGN_NICKNAME = EX_MEM
export VERILOG_FILES = /design/flow/design.v
export SDC_FILE = /design/flow/constraint.sdc
export NUM_CORES = 4
export LEC_CHECK = 1
export CORE_UTILIZATION = 40
```
**flow/constraint.sdc**
```tcl
current_design EX_MEM

set clk_period 1.0
set clk_io_pct 0.2

create_clock -name clk0 -period $clk_period [get_ports {clk}]

set non_clock_inputs [all_inputs -no_clocks]
set_input_delay [expr $clk_period * $clk_io_pct] -clock clk0 $non_clock_inputs
set_output_delay [expr $clk_period * $clk_io_pct] -clock clk0 [all_outputs]
```
**flow/design.v**
```verilog
`timescale 1ns / 1ps
module EX_MEM(
	 input clk,
	 input reset,
    input in_branch,
    input in_memRead,
    input in_memWrite,
    input in_regWrite,
    input in_memToReg,
    input [31:0] in_newPC,
    input [31:0] in_aluRes,
    input in_zero,
    input [31:0] in_readData2,
    input [4:0] in_reg,
	 output reg out_branch,
	 output reg out_memRead,
	 output reg out_memWrite,
	 output reg out_regWrite,
	 output reg out_memToReg,
	 output reg [31:0] out_newPC,
	 output reg [31:0] out_aluRes,
	 output reg out_zero,
	 output reg [31:0] out_readData2,
    output reg [4:0] out_reg
    );
	reg EX_MEM_branch;
	reg EX_MEM_memRead;
	reg EX_MEM_memWrite;
	reg EX_MEM_regWrite;
	reg EX_MEM_memToReg;
	reg [31:0] EX_MEM_newPC;
	reg EX_MEM_zero;
	reg [31:0] EX_MEM_aluRes;
	reg [31:0] EX_MEM_readData2;
	reg [4:0] EX_MEM_reg;
	always@(posedge clk)
	begin
		out_branch = EX_MEM_branch;
		out_memRead = EX_MEM_memRead;
		out_memWrite = EX_MEM_memWrite;
		out_regWrite = EX_MEM_regWrite;
		out_memToReg = EX_MEM_memToReg;
		out_newPC = EX_MEM_newPC;
		out_zero = EX_MEM_zero;
		out_aluRes = EX_MEM_aluRes;
		out_readData2 = EX_MEM_readData2;
		out_reg = EX_MEM_reg;
	end
	always @(negedge clk or posedge reset)
	begin
		if(reset == 1)
		begin
			EX_MEM_branch = 0;
			EX_MEM_memRead = 0;
			EX_MEM_memWrite = 0;
			EX_MEM_regWrite = 0;
			EX_MEM_memToReg = 0;
			EX_MEM_newPC = 0;
			EX_MEM_zero = 0;
			EX_MEM_aluRes = 0;
			EX_MEM_readData2 = 0;
			EX_MEM_reg = 0;
		end
		else
		begin
			EX_MEM_branch = in_branch;
			EX_MEM_memRead = in_memRead;
			EX_MEM_memWrite = in_memWrite;
			EX_MEM_regWrite = in_regWrite;
			EX_MEM_memToReg = in_memToReg;
			EX_MEM_newPC = in_newPC;
			EX_MEM_zero = in_zero;
			EX_MEM_aluRes = in_aluRes;
			EX_MEM_readData2 = in_readData2;
			EX_MEM_reg = in_reg;
		end
	end
endmodule
```
==> results.py <==
# Physical implementation metrics
metrics = {
    "synth": {
        "syn-cell-area_um2": 4820,
        "synth.ff_latch_count": 214,
        "top_cells_by_area": "dfrtn_1, dfxtp_1, inv_1",
        "ys_types": 3,
        "yosysTopAreaCellShare": 0.555,
        "synth_stat.cells": 215,
        "ys_area_um2": 4820,
        "syn_area_per_cell_um2": 22.4,
        "yosysSeqAreaShare": 0.999,
        "syn-instance-count": 215,
        "synth_warnings": 1,
        "synth_top_cell_by_area": "dfrtn_1",
    },
    "timing": {
        "maxSlewViolCount": 0,
        "fin_skew_ns": 0.0249,
        "setup_viol": 107,
        "post-route-min-period_ns": 1.09,
        "finalClockPeriodUsage": 1.09,
        "worst_pin_slew_ns": 0.193,
        "hold_violations": 0,
        "fin_ws_ns": -0.0880,
        "grt_setup_unrepaired": "yes",
        "max_slew_margin": 0.871,
        "tns_ns": -6.91,
        "fmax_ghz": 0.919,
    },
    "run_status": {
        "status": "finished, violations left",
        "violations": "negative setup slack",
    },
    "power": {
        "peakVddDrop_v": 0.00135,
        "powerDensity_nw_per_um2": 2360,
        "power_leakage_uw": 0.00337,
    },
    "layout": {
        "final_util": 0.641,
        "fin_cells": 614,
        "flop_area_um2": 4840,
        "num-fill-cells": 841,
        "comb_cells": 0,
        "mostFrequentLayoutCells": "clkdlybuf4s50_1, dfrtn_1, buf_2",
        "area_delta_synth_final_pct": 53.8,
        "drive_gt1_frac": 0.342,
        "lay_top_count": "clkdlybuf4s50_1",
        "comb_area_um2": 0,
    },
    "detailed_routing": {
        "viasPerCell": 3.99,
        "drc": 0,
        "antenna_left": 0,
        "wl_per_cell_um": 13.9,
        "drt_first_iter_violations": 124,
        "drt-total-wl_mm": 8.52,
        "vias": 2451,
        "drt_first_pass_iters": 24,
        "diodes": 0,
    },
    "worst_hold_path": {
        "hold_class": "in2async",
    },
    "critical_path": {
        "critPathLaunchType": "flip-flop",
        "cp_cell_sequence": "buf_2",
        "cp.required_ns": 0.80,
        "end_kind": "primary output",
        "critPathMaxStageDelay_ns": 0.31,
        "path_buffers": 1,
        "worstPathMaxFanout": 1,
        "critical_path_class": "reg2out",
        "crit_arrival_ns": 0.89,
        "slowest_stage": "dfxtp_2",
        "critPathTopFamily": "flip-flops",
    },
    "die": {
        "rows": 39,
        "fp_util": 0.417,
        "die-height_um": 112,
        "coreArea_um2": 11600,
        "boundaryPins": 216,
        "die_w_um": 112,
        "die-area_um2": 12500,
    },
    "place": {
        "port_buffers": 215,
        "dp_cells": 578,
        "post-dp-hpwl_mm": 5.90,
        "place_ws_ns": -0.353,
        "gp_congestion": 0.794,
    },
    "grt": {
        "first_global_vias": 2532,
        "grt_first_pass_wirelength_mm": 13.5,
        "gr-usage-all-layers": 0.149,
        "grt_max_degree": 36,
        "antenna_found_initial": 0,
        "grt.overflow.total": 0,
    },
    "cts": {
        "cts_sinks": 214,
        "htreeDepth": 1,
        "cts_root_buf": "clkbuf_16",
        "clockBufferDepth": 3,
        "clock_latency_ns": 0.49,
        "path_clk_slew_ns": 0.06,
        "numCtsBuffers": 21,
        "cts_tree": "done",
    },
    "job": {
        "drv_cap": 0,
        "tool_warnings": 28,
    },
}
path summary, 6_finish.rpt:
path | from | to | slack [ns] | depth (start not counted)
setup / recovery | out_aluRes[10]$_DFF_P_ | out_aluRes[10] | -0.09 | 1
hold / removal | reset | EX_MEM_aluRes[16]$_DFF_NP0_ | 0.56 | 3
setup reg to reg | EX_MEM_aluRes[0]$_DFF_NP0_ | out_aluRes[0]$_DFF_P_ | 0.02 | 0
hold reg to reg | EX_MEM_readData2[22]$_DFF_NP0_ | out_readData2[22]$_DFF_P_ | 0.87 | 0
max in group asynchronous | reset | EX_MEM_aluRes[6]$_DFF_NP0_ | 0.17 | 3
min in group clk0 | in_readData2[27] | EX_MEM_readData2[27]$_DFF_NP0_ | 0.58 | 1
through the flow:
step | total power [uW] | instance area [um^2] | hold slack [ns]
floorplan | 9330 | 4830 | 0.458
global placement | 10300 | 7230 | 0.855
finish | 17500 | 7420 | 0.563
global route | 18300 | 7420 | 0.563
detailed placement | 10300 | 7230 | 0.854
CTS | 17800 | 7410 | 0.561
cells in the mapped netlist (all sizes together):
library cell / n
dfrtn: 107
inv: 1
dfxtp: 107
cells by family (layout without fill, tap and decap cells):
logic type	Yosys count	after routing	share of synthesized area
flip-flops	214	214	0.999
buffers and inverters	1	257	0.000777
cell type report:
class	instances	share of cell area
clock buffer	29	0.0816
timing repair buffer	220	0.229
inverter	1	0.00101
tap	143	0.0241
clock inverter	7	0.0121
sequential	214	0.652
repair_timing:
action	in CTS	in global routing
gates resized	348	4
setup buffers	0	0
hold buffers	0	0
setup endpoints to repair	107	107
per-layer routing:
metal	global-route usage	routed length [um]	share of wire
met1	0.207	3000	0.35
met2	0.221	4050	0.48
met3	0.0792	1330	0.16
met4	0.0279	146	0.017
met5	0	0	0
power breakdown:
group          switching [uW]  internal (uW)  total (uW)
sequential               89.3           9080        9170
combinational             186            534         720
clock                    2900           4730        7630
tightest hold or removal path, stage by stage:
cell and delay, ns:
clkdlybuf4s50_1 0.44, clkinvlp_4 0.19, buf_4 0.15
Power figures rest on the tool's default switching activity, not on a simulated workload.
